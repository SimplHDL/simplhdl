==> flow/run.sh <==
#!/bin/bash
# OpenROAD 26Q1-2900-gdf79404cd8, Yosys 0.63+post, stock flow scripts
make -C /OpenROAD-flow-scripts/flow DESIGN_CONFIG=/design/flow/config.mk WORK_HOME=/design/flow/orfs finish
==> flow/constraint.sdc <==
current_design alu

set clk_period 6.7
set clk_io_pct 0.2

create_clock -name clk0 -period $clk_period [get_ports {clk_i}]

set non_clock_inputs [all_inputs -no_clocks]
set_input_delay [expr $clk_period * $clk_io_pct] -clock clk0 $non_clock_inputs
set_output_delay [expr $clk_period * $clk_io_pct] -clock clk0 [all_outputs]
==> flow/config.mk <==
export PLATFORM = sky130hd
export DESIGN_NAME = alu
export DESIGN_NICKNAME = alu
export VERILOG_FILES = /design/flow/design.v
export SDC_FILE = /design/flow/constraint.sdc
export NUM_CORES = 4
export LEC_CHECK = 1
export CORE_UTILIZATION = 40
export SYNTH_HDL_FRONTEND = slang
==> flow/design.v <==
module add #(
    parameter int WIDTH
) (
    input  logic [WIDTH-1:0] a_i,
    input  logic [WIDTH-1:0] b_i,
    output logic [WIDTH-1:0] x_o
);
    assign x_o = a_i + b_i;
endmodule: add
module alu #(
    parameter int WIDTH = 8
) (
    input  logic             clk_i,
    input  logic             rst_i,
    input  logic             valid_i,
    output logic             ready_o,
    input  logic [3:0]       cmd_i,
    input  logic [WIDTH-1:0] a_i,
    input  logic [WIDTH-1:0] b_i,
    output logic [WIDTH:0]   x_o
);
    typedef enum logic [3:0] {
        ADD = 1,
        SUB = 2,
        MUL = 3
    } cmd_e;
    typedef enum {
        IDLE,
        START,
        DONE
    } state_e;
    state_e current_state, next_state;
    logic ready;
    logic [WIDTH-1:0] add_result;
    logic [WIDTH-1:0] sub_result;
    logic [WIDTH-1:0] mul_result;
    always_ff @(posedge clk_i) begin
        if (rst_i == 1'b1) begin
            current_state <= IDLE;
        end else begin
            current_state <= next_state;
        end
    end
    always_comb begin
        case (current_state)
            IDLE: begin
                ready = 1'b0;
                if (valid_i == 1'b1) begin
                    next_state = START;
                end else begin
                    next_state = IDLE;
                end
            end
            START: begin
                if (valid_i == 1'b1) begin
                    ready = 1'b1;
                    next_state = DONE;
                end else begin
                    ready = 1'b0;
                    next_state = IDLE;
                end
            end
            DONE: begin
                ready = 1'b0;
                next_state = IDLE;
            end
            default: begin
                ready = 1'b0;
                next_state = IDLE;
            end
        endcase
    end
    always_ff @(posedge clk_i) begin
        ready_o <= ready;
        if (ready == 1'b1) begin
            case (cmd_e'(cmd_i))
                ADD:
                    x_o <= add_result;
                SUB:
                    x_o <= sub_result;
                MUL:
                    x_o <= mul_result;
                default:
                    x_o <= 0;
            endcase
        end
    end
    add #(
        .WIDTH(WIDTH)
    ) i_add (
        .a_i(a_i),
        .b_i(b_i),
        .x_o(add_result)
    );
    sub #(
        .WIDTH(WIDTH)
    ) i_sub (
        .a_i(a_i),
        .b_i(b_i),
        .x_o(sub_result)
    );
    mul #(
        .WIDTH(WIDTH)
    ) i_mul (
        .a_i(a_i),
        .b_i(b_i),
        .x_o(mul_result)
    );
endmodule: alu
module mul #(
    parameter int WIDTH
) (
    input  logic [WIDTH-1:0] a_i,
    input  logic [WIDTH-1:0] b_i,
    output logic [WIDTH-1:0] x_o
);
    assign x_o = a_i * b_i;
endmodule: mul
module sub #(
    parameter int WIDTH
) (
    input  logic [WIDTH-1:0] a_i,
    input  logic [WIDTH-1:0] b_i,
    output logic [WIDTH-1:0] x_o
);
    assign x_o = a_i - b_i;
endmodule: sub
==> results.yml <==
# implementation run metrics
placed_design:
  placement.setup.worst_slack_ps: 1280
  placed_wire_length_estimate_um: 3040
  placement.io_buffers: 31
  place_congestion: 0.852
clock_network:
  cts-hold-fix-buffers: 0
  tritoncts_num_sinks: 12
  cts-buffers-inserted: 3
  worst_skew_pair.late_latency_ps: 240
  clock_tree_from_tritoncts: "yes"
  htree_num_levels: 1
  ctsResizeCount: 0
  cts-root-buf: "sky130_fd_sc_hd__clkbuf_8"
  cts_buffer_depth: 2
  worst_setup_hold_path_clk_slew_ps: 50
  post_cts_repair_setup_buffers: 0
sta:
  clock_skew_ps: 1.81
  setup_tns_ps: 0
  max_clock_freq_mhz: 194
  slew_violations: 0
  timing.final.crit_period_ps: 5150
  layout_worst_path_cycle_share_pct: 76.9
  finalSetupViolations: 0
  finalWorstSetupSlack_ps: 1550
  timing_hold_violations_final: 0
  rsz0062_at_grt: "no"
drt:
  num_antenna_cells: 0
  routed_wire_length_per_instance_um: 12.3
  detail_route.drc_violations: 0
  ant_nets: 0
  dr.first_iter.drc_count: 33
  viasPerCell: 4.85
  detailed_route_wl_um: 3580
  num_vias: 1410
  drtPass1Iterations: 4
critical_path:
  worstPathMaxFanout: 9
  timing.critical_path.from_type: "primary input"
  critical_path_type: "primary input to flop"
  arrival_ps: 5130
  path_cells: "clkdlybuf4s50_1 > nand2_1 > fa_1 > fa_1 > inv_1 > fa_1 > inv_1 > fa_1 > inv_1 > ha_1 > a21oi_1 > xnor2_1 > xnor2_1 > o22ai_1"
  setup.worst_path.end_class: "flop"
  path_common_cell: "sky130_fd_sc_hd__fa_1"
  cp_data_required_time_ps: 6680
  crit_path_max_incr_delay_ps: 690
  timing.critical_path.slowest_stage_cell: "sky130_fd_sc_hd__clkdlybuf4s50_1"
die:
  rows: 24
  die_width_um: 70.0
  floorplan.core_util_pct: 42.2
  boundaryPins: 33
  core-area_um2: 4380
  chipHeight_um: 70.0
  chipArea_um2: 4900
power:
  total_leakage_power_nw: 0.999
  vdd_drop_max_v: 0.0000526
  power_per_cell_area_nw_per_um2: 161
  design_power_total_uw: 358
synth:
  ys_seq_elements: 12
  post_synth_fa_ha_maj_area_fraction_pct: 31.0
  post_synth_main_logic_family: "adder cells"
  post_synth_and_or_nand_nor_area_fraction_pct: 19.7
  asyncSetResetFlopFracSynth_pct: 0
  synthesis.instances: 211
  postSynthAreaPerCell_um2: 8.76
  ys_sh_xor_pct: 13.6
  seq_area_frac_synth_pct: 17.3
  netlist_area_um2: 1850
  synth.area.mux_share_pct: 0.609
  synth-compound-area-share_pct: 8.46
  yosys.cell_types.count: 38
  synthesis.yosys.warnings: 0
  ys.flop_type: "sky130_fd_sc_hd__edfxtp_1"
  edf_count: 8
  synth-area-yosys_um2: 1850
  yosys-stat-cells: 211
finish:
  layout_cells_sized_above_1_pct: 6.28
  syn2layout_area_growth_pct: 20.4
  most-common-layout-cells: "31 x sky130_fd_sc_hd__inv_1, 31 x sky130_fd_sc_hd__clkdlybuf4s50_1, 25 x sky130_fd_sc_hd__nand2_1, 25 x sky130_fd_sc_hd__ha_1, 18 x sky130_fd_sc_hd__xnor2_1"
global_routing:
  grt_use_total_pct: 16.1
  largest_net_degree_at_the_start_of_global_routing: 12
  grt_antenna_before_repair: 0
  grt_pass1_vias: 1372
  grt.overflow.total: 0
  grt_first_pass_wirelength_um: 6200
run_status:
  run_status: "completed"
flow_run:
  stage_log_warnings: 26
  maxCapViolCount: 0
min_path:
  timing.hold.worst.class: "flop to flop"
-- cell families (layout without fill, tap and decap cells) --
| kind of cell | after synthesis | in the layout |
|---|---|---|
| other cells | 1 | 1 |
| compound gates | 26 | 26 |
| fa+ha+maj | 38 | 38 |
| mux | 1 | 1 |
| simple gates | 68 | 68 |
| buf+inv | 38 | 66 |
| xor+xnor | 27 | 27 |
| flops | 12 | 12 |
-- metrics by stage --
step	hold slack, ps	instance area (um^2)	util (%)	cells
3_3_place_gp	400	2170	49.5	287
2_1_floorplan	397	1850	-	211
5_1_grt	443	2230	50.8	291
6_report	425	2230	50.8	291
3_5_place_dp	407	2170	49.5	287
4_1_cts	427	2230	50.8	291
-- state kept, by name, indices dropped and copies added (netlist names) --
| register | flops |
|---|---|
| current_state | 3 |
| ready_o | 1 |
| x_o | 8 |
-- layer usage --
metal	global-route usage (%)	wire length, um	vias to the layer above
met5	0	0	-
met2	26.3	1640	38
met4	2.00	52	0
li1	-	-	738
met3	0.876	105	7
met1	25.3	1780	627
-- path summary, 6_finish.rpt --
check	start	end	slack [ps]	cells past startpoint
hold reg to reg	current_state[1]	current_state[0]	420	1
setup / recovery	b_i[3]	x_o[7]	1550	14
hold / removal	current_state[1]	current_state[0]	420	1
setup reg to reg	current_state[2]	x_o[6]	5690	1
-- report_power, final --
group	internal, mW	switching (mW)	leakage [nW]
registers	0.0832	0.000674	0.0987
logic	0.0973	0.101	0.871
clock network	0.0517	0.0245	0.0288
total	0.232	0.126	0.999
-- worst max-delay path: cells and delay by family --
| family | cells | cell delay [ps] |
|---|---|---|
| compound gates | 2 | 260 |
| xor+xnor | 2 | 280 |
| fa+ha+maj | 5 | 2290 |
| buf+inv | 4 | 830 |
| simple gates | 1 | 130 |
-- cell type report --
class                      count  area (um^2)
fill                         416         2160
inverter                      31          116
multi-input combinational    161         1360
clock buffer                   4         55.1
timing repair buffer          31          310
tap                           52         65.1
sequential                    12          320
-- Yosys cell counts, types with 2 or more instances --
master	count	area, um^2
sky130_fd_sc_hd__a21o_1	2	15.0
sky130_fd_sc_hd__and2_1	14	87.6
sky130_fd_sc_hd__nand3_1	3	15.0
sky130_fd_sc_hd__xnor2_2	2	32.5
sky130_fd_sc_hd__nand2_1	25	93.8
sky130_fd_sc_hd__fa_1	13	260
sky130_fd_sc_hd__clkbuf_1	2	7.51
sky130_fd_sc_hd__o31ai_1	2	15.0
sky130_fd_sc_hd__a31oi_1	2	12.5
sky130_fd_sc_hd__buf_6	2	22.5
sky130_fd_sc_hd__buf_4	3	22.5
sky130_fd_sc_hd__inv_1	31	116
sky130_fd_sc_hd__xor2_1	7	61.3
sky130_fd_sc_hd__a21oi_1	7	35.0
sky130_fd_sc_hd__nand2_2	3	18.8
sky130_fd_sc_hd__ha_1	25	313
sky130_fd_sc_hd__o21a_1	2	15.0
sky130_fd_sc_hd__xnor2_1	18	158
sky130_fd_sc_hd__nor2_1	8	30.0
sky130_fd_sc_hd__dfxtp_1	4	80.1
sky130_fd_sc_hd__o21ai_0	6	30.0
sky130_fd_sc_hd__nor3_1	4	20.0
sky130_fd_sc_hd__edfxtp_1	8	240
sky130_fd_sc_hd__nor2b_1	3	18.8
sky130_fd_sc_hd__o22ai_1	2	12.5
No activity file was given, so power comes from the tool's default toggle rates.
