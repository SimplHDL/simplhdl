==> flow/design.v <==
module adder #(
    parameter int WIDTH = 32
)(
    input  logic             clk_i,
    input  logic             rst_i,
    input  logic [WIDTH-1:0] a_i,
    input  logic [WIDTH-1:0] b_i,
    output logic [WIDTH-1:0] sum_o
);
    always_ff @( posedge clk_i ) begin
        if (rst_i) begin
            sum_o <= 0;
        end else begin
           sum_o <= a_i + b_i;
        end
    end
endmodule: adder
==> flow/run.sh <==
#!/bin/bash
# OpenROAD 26Q1-2900-gdf79404cd8, Yosys 0.63+post, stock flow scripts
make -C /OpenROAD-flow-scripts/flow DESIGN_CONFIG=/design/flow/config.mk WORK_HOME=/design/flow/orfs finish
==> flow/config.mk <==
export PLATFORM = sky130hd
export DESIGN_NAME = adder
export DESIGN_NICKNAME = adder
export VERILOG_FILES = /design/flow/design.v
export SDC_FILE = /design/flow/constraint.sdc
export NUM_CORES = 4
export LEC_CHECK = 1
export CORE_UTILIZATION = 40
export SYNTH_HDL_FRONTEND = slang
==> flow/constraint.sdc <==
current_design adder

set clk_period 12.8
set clk_io_pct 0.2

create_clock -name clk0 -period $clk_period [get_ports {clk_i}]

set non_clock_inputs [all_inputs -no_clocks]
set_input_delay [expr $clk_period * $clk_io_pct] -clock clk0 $non_clock_inputs
set_output_delay [expr $clk_period * $clk_io_pct] -clock clk0 [all_outputs]
==> reports/qor.yml <==
power_density_nw_per_um2: 96.3
die_height_um: 85.1
combPwrFrac: 0.412
root_buffer: "clkbuf_8"
antenna_found_initial: 0
dp_slack_ns: 7.54
cp_num_buf_inv: 1
pwr-share-clk: 0.271
cts_made_buffers: 5
ys_seq_frac: 0.232
wire_per_inst_um: 14.4
htreeDepth: 2
worstHoldStart: "b_i[0]"
fp-utilization: 0.425
core-area_um2: 6490
fin_setup_tns_ns: 0
seqPwrFrac: 0.317
drv_cap: 0
grt_use_total: 0.214
drc: 0
drt-total-wl_um: 7370
dieArea_um2: 7240
largest-register: "sum_o"
relSlewSlack: 0.557
syn_inst: 345
grt_pass1_wl_um: 12500
yosysTopAreaCellShare: 0.232
reg_top3: "sum_o: 32 flops"
ys_types: 60
tightestPinTransition_ns: 0.656
yosysTopAreaCell: "dfxtp_1"
ys.warnings.count: 0
port_buffers: 97
crit_fanout: 4
stdcell_count: 510
stdcell_area_um2: 3850
antennaDiodeCount: 0
arrival_ns: 5.13
period_minus_slack_ns: 4.95
firstDrtPassIters: 4
drtIter0Drc: 78
ctsHoldBuffers: 0
use_met2: 0.339
power_leakage_nw: 1.51
p_int_mw: 0.255
holdPathStages: 3
final-max-slew-violation-count: 0
cts-resized-gates: 0
holdCritPathClass: "in2reg"
rsz0062_at_grt: "false"
die_width_um: 85.1
grt_util_met1: 0.335
hold_ws_ns: 2.99
postLayoutCoreUtil: 0.593
cts_setup_buffers: 0
total_power_mw: 0.371
largest_register_ffs: 32
numSynthFlops: 32
switchingPower_mw: 0.116
max_freq_ghz: 0.202
area_growth_pct: 39.6
top_usage_layer: "met2"
vias: 2818
status: "finished clean"
grt_pass1_vias: 2647
setup_viol: 0
num_rows: 29
yosys_most_used_dff: "dfxtp_1"
cts_tree: "built"
max-vdd-ir-drop_uv: 36.3
grtUsageMet3: 0.0237
gp_congestion: 0.891
swShare: 0.313
setup_slack_ns: 7.85
cts.path.max_buffers: 2
drive_gt1_frac: 0.0393
end_kind: "flip-flop"
ys_async_sr_fraction: 0
whs_endpoint: "sum_o[0]"
cp-start-kind: "input port"
slowest_stage: "clkdlybuf4s50_1"
ys_area_um2: 2760
warnings: 26
ys_cells: 345
place_hpwl_um: 5830
dp.cells: 502
gr-total-overflow: 0
cp_common_cell: "a21oi_1"
max_stage_delay_ns: 0.40
syn_area_um2: 2760
grt_start_max_net_pins: 44
crit_required_ns: 12.98
pin_count: 98
cts_sinks: 32
antenna_left: 0
worst_path_dominant_cell_family: "AND-OR/OR-AND gates"
topCellsByArea: "dfxtp_1 23%, ha_1 14%, a21oi_1 7.3%, nor2_1 4.1%, o21ai_0 3.4%"
edf_count: 0
period_used_share: 0.387
vias_per_cell: 5.53
critPathKind: "in2reg"
clkTransAtPathRegs_ns: 0.07
post_dp_cell_area_um2: 3740
crit_chain: "clkdlybuf4s50_1 -> ha_1 -> fa_1 -> a21o_1 -> a221o_2 -> a21oi_1 -> o41ai_1 -> a21oi_1 -> mux2_1"
syn_avg_cell_area_um2: 8.00
finalHoldViolations: 0
[how the worst max path moves through the flow]
stage / start / end / slack, ns / cells past startpoint
finish: a_i[0] / sum_o[28] / 7.85 / 9
global route: a_i[0] / sum_o[30] / 7.71 / 9
CTS: a_i[0] / sum_o[28] / 7.85 / 9
[kinds of logic after synthesis]
logic type,share of synthesized area
buffers and inverters,0.0390
XOR/XNOR,0.0603
AND/OR/NAND/NOR,0.232
AND-OR/OR-AND,0.277
flip-flops,0.232
adder cells (fa/ha/maj),0.148
multiplexers,0.0118
[cell usage after synthesis (2+ instances only)]
| library cell | n |
|---|---|
| and3_1 | 3 |
| nand2b_1 | 4 |
| nand2_1 | 20 |
| o41ai_1 | 3 |
| o221ai_1 | 2 |
| nor2b_1 | 8 |
| o21ai_0 | 19 |
| o211ai_1 | 7 |
| nand3_1 | 9 |
| nor2_1 | 30 |
| a21oi_1 | 40 |
| o21a_1 | 6 |
| buf_4 | 3 |
| xnor2_1 | 10 |
| a211oi_1 | 5 |
| clkbuf_1 | 7 |
| nor3_1 | 18 |
| xor2_1 | 9 |
| buf_1 | 2 |
| inv_1 | 4 |
| clkbuf_2 | 5 |
| nand4_1 | 8 |
| ha_1 | 31 |
| a21o_1 | 9 |
| o21ai_1 | 5 |
| and4_1 | 2 |
| a31oi_1 | 2 |
| dfxtp_1 | 32 |
| o21bai_1 | 5 |
| nor4b_1 | 4 |
| nor3b_1 | 2 |
| and2_1 | 2 |
| mux2_1 | 2 |
[layout make-up]
cell class / instances / area [um2]
Sequential cell: 32 / 641
Inverter: 4 / 15.0
Clock buffer: 5 / 68.8
Multi-Input combinational cell: 291 / 2010
Tap cell: 77 / 96.3
Fill cell: 618 / 2640
Clock inverter: 3 / 42.5
Timing Repair Buffer: 98 / 978
[cell usage in the layout, fill, tap and decap left out, types with 4 or more instances in the layout]
master and count:
nand2_1 20, nand2b_1 4, o21a_1 6, nor4b_1 4
dfxtp_1 32, clkdlybuf4s50_1 97, xnor2_1 10, o21ai_1 5
o211ai_1 7, inv_1 4, a211oi_1 5, a21oi_1 40
nor2b_1 8, o21ai_0 19, ha_1 31, nor3_1 18
o21bai_1 5, nor2_1 30, xor2_1 9, a21o_1 9
nand4_1 8, clkbuf_8 5, nand3_1 9
[metal layers]
metal / part of all wire / wire length [um]
met2: 0.44 / 3240
met5: 0 / 0
met1: 0.51 / 3730
met4: 0.0076 / 56
met3: 0.047 / 343
[power by group through the flow]
stage / Sequential [mW] / Combinational (mW) / Clock, mW
CTS: 0.118 / 0.153 / 0.104
finish: 0.117 / 0.153 / 0.101
global route: 0.119 / 0.170 / 0.109
Power is estimated from default activity; no workload was simulated.
